## design.v

```verilog
`timescale 1ns / 1ps
module seven_segment(
		input clk,						 
		input [3:0] number,				 
		input [1:0] anode_selector,		 
		output reg [6:0] seg,			 
		output reg [3:0] an				 
    );
	always @ (posedge clk)
	begin
		an <= ~(4'b1 << anode_selector);
		case(number)
			0 : seg <= 7'b0111111;
			1 : seg <= 7'b0000110;
			2 : seg <= 7'b1011011;
			3 : seg <= 7'b1001111;
			4 : seg <= 7'b1100110;
			5 : seg <= 7'b1101101;
			6 : seg <= 7'b1111101;
			7 : seg <= 7'b0000111;
			8 : seg <= 7'b1111111;
			9 : seg <= 7'b1101111;
			default: seg <= 7'b0000000;
		endcase
	end
endmodule 
`timescale 1ns / 1ps
module seven_segment_display(
	input clk,							 
	input [13:0] number,				 
	output [6:0] seg,					 
	output [3:0] an						 
   );
	reg [1:0] an_selected = 0; 			 
	reg [30:0] base = 0;				 
	reg [3:0] digit = 0;				 
	reg [3:0] digit_1_out = 0; 			 
	reg [3:0] digit_10_out = 0; 		 
	reg [3:0] digit_100_out = 0; 		 
	reg [3:0] digit_1000_out = 0; 		 
	reg [14:0] prescaler = 1;			 
	reg [3:0] shift_index = 0; 			 
	reg shift_flag = 0;					 
	reg done_flag = 1;					 
	always @(posedge clk)
	begin
		if(shift_index < 14)
		begin
			if(shift_flag)
			begin
				if (base[17:14] >= 4'b0101)
					base[17:14] <= base[17:14] + 4'b0011;
				if (base[21:18] >= 4'b0101)
					base[21:18] <= base[21:18] + 4'b0011;
				if (base[25:22] >= 4'b0101)
					base[25:22] <= base[25:22] + 4'b0011;
				if (base[29:26] >= 4'b0101)
					base[29:26] <= base[29:26] + 4'b0011;
			end
			else
			begin
				shift_index <= shift_index +1;
				base <= base << 1;
			end
			shift_flag <= ~shift_flag;
		end
		if (shift_index == 14)
		begin
			digit_1_out <= base[17:14]; 		 
			digit_10_out <= base[21:18]; 		 
			digit_100_out <= base[25:22];		 
			digit_1000_out <= base[29:26]; 		 
			done_flag <= 1;
		end
		if (done_flag == 1)
		begin
			shift_index <= 0;
			base <= 31'b0;
			base[13:0] <= number;
			done_flag <= 0;
		end
		case (an_selected)
			3: digit <= digit_1_out;		 
			2: digit <= digit_10_out;		 
			1: digit <= digit_100_out;		 
			0: digit <= digit_1000_out;  	 
		endcase
		if (prescaler == 0)
			an_selected <= 1+an_selected;
		prescaler <= prescaler + 1;
	end
	seven_segment segment(
			.clk(clk),
			.number(digit),
			.anode_selector(an_selected),
			.seg(seg),
			.an(an)		
		 );
endmodule
```

## run.sh

```bash
#!/bin/bash
# OpenROAD 26Q1-2900-gdf79404cd8, Yosys 0.63+post, stock flow scripts
make -C /OpenROAD-flow-scripts/flow DESIGN_CONFIG=/design/flow/config.mk WORK_HOME=/design/flow/orfs finish
```

## config.mk

```make
export PLATFORM = sky130hd
export DESIGN_NAME = seven_segment_display
export DESIGN_NICKNAME = seven_segment_display
export VERILOG_FILES = /design/flow/design.v
export SDC_FILE = /design/flow/constraint.sdc
export NUM_CORES = 4
export LEC_CHECK = 1
export CORE_UTILIZATION = 40
```

## constraint.sdc

```tcl
current_design seven_segment_display

set clk_period 3.8
set clk_io_pct 0.2

create_clock -name clk0 -period $clk_period [get_ports {clk}]

set non_clock_inputs [all_inputs -no_clocks]
set_input_delay [expr $clk_period * $clk_io_pct] -clock clk0 $non_clock_inputs
set_output_delay [expr $clk_period * $clk_io_pct] -clock clk0 [all_outputs]
```

==> reports/results.tsv <==
stage	metric	value	unit
worst_setup_path	crit_arrival	2.23	ns
final_layout	stdcell_count	478	
routing	drc	0	
grt	gr-total-overflow	0	
final_timing	fin_crit_sh	52.57	%
pwr	switchingPower	321.8	uW
final_layout	layout_top_cell	dfxtp_1	
routing	dr.pass1.iters	4	
pwr	p_seq_share	59.9	%
pwr	p_comb_share	0.9	%
final_layout	syn_to_final_growth	14.15	%
pwr	clkPwrFrac	39.2	%
yosys	ys_area	3741	um^2
pwr	power.density	362.6	nW/um^2
grt	grt_pass1_vias	2197	
floorplanning	die_w	98.71	um
final_layout	seq_area	2012	um^2
yosys	yosys_warnings	2	
cts	htreeDepth	3	
worst_setup_path	crit_type	register to register	
cts	cts.sinks	84	
worst_setup_path	crit_path_start_kind	register	
worst_setup_path	crit_fanout	27	
yosys	syn_inst	340	
floorplanning	io_pins	26	
floorplanning	die_h	98.71	um
final_layout	comb_area	1534	um^2
pwr	power.total	1548	uW
final_timing	fin_hold_ws	0.4422	ns
final_timing	min_period	1.998	ns
cts	cts_resized	0	
hold_path	hold_class	register to register	
yosys	ys_ff	84	
final_timing	fmax	0.5006	GHz
yosys	synth_area	3741	um^2
pwr	leakage	0.001456	uW
placed_design	io_buffers	25	
pwr	swShare	20.78	%
final_timing	tightest_slew	0.8091	ns
pwr	vdd_drop_max	207.8	uV
yosys	async_flop_share	0	%
placed_design	place.gp.congestion	0.8041	
run	max_cap_violations	0	
cts	cts_buffer_depth	2	
cts	insertion_delay	0.35	ns
final_timing	fin_skew	0.01428	ns
cts	cts_buffers	9	
yosys	edf_count	33	
grt	antenna_found_initial	0	
worst_setup_path	cp.required	4.03	ns
run	warning_count	40	
yosys	seq_area_frac_synth	53.78	%
cts	cts_tree	done	
routing	insertedDiodeCount	0	
cts	postCtsSetupRepairBufs	0	
floorplanning	core	8891	um^2
floorplanning	placementRows	34	
yosys	ys_dominant_reg_cell	dfxtp_1	
routing	wire_per_inst	12.59	um
outcome	outcome	finished, final reports clean	
placed_design	dp.cells	462	
final_timing	slew_violations	0	
routing	vias	2391	
yosys	ys_types	45	
final_timing	relSlewSlack	46.06	%
final_timing	hold_viol	0	
routing	antenna_left	0	
cts	clk_pin_slew	0.08	ns
final_timing	setup_viol	0	
final_layout	layout_top_cells	dfxtp_1, edfxtp_1, inv_1, clkdlybuf4s50_1, ha_1	
grt	grt_max_degree	35	
final_layout	drive_gt1_share	10.54	%
worst_setup_path	endpoint_kind	register	
routing	viasPerCell	5.002	
routing	routed_wl	6016	um
placed_design	hpwl	4130	um
placed_design	place_area	4078	um^2
floorplanning	dieArea	9744	um^2
routing	drt-initial-drc-count	117	
final_timing	finalSetupTns	0	ns
cts	root_buffer	clkbuf_8	
final_timing	rsz0062_at_grt	false	
pwr	intPower	1227	uW
yosys	syn_avg_cell_area	11.00	um^2
floorplanning	fp-utilization	42.08	%
grt	grt_pass1_wl	10190	um
final_layout	fill_cells	796	
final_layout	fin_area	4270	um^2
yosys	ys_cells	340	
grt	track_usage	13.59	%
cts	holdBufCountCts	0	
[path summary, 6_finish.rpt]
check | start | end | slack [ns] | cells past startpoint
max reg2reg | shift_flag$_DFFE_PN_ | base[21]$_SDFFE_PP0P_ | 1.80 | 5
min | prescaler[0]$_DFF_P_ | prescaler[0]$_DFF_P_ | 0.44 | 1
max | shift_flag$_DFFE_PN_ | base[21]$_SDFFE_PP0P_ | 1.80 | 5
min reg2reg | prescaler[0]$_DFF_P_ | prescaler[0]$_DFF_P_ | 0.44 | 1
[kinds of logic (layout without fill, tap and decap cells)]
group | count (synthesis) | in the layout | share of synthesized area [%]
flops | 84 | 84 | 53.78
mux | 20 | 20 | 5.819
simple gates | 85 | 85 | 11.91
fa+ha+maj | 23 | 23 | 7.692
compound gates | 65 | 65 | 11.84
buf+inv | 47 | 77 | 5.217
xor+xnor | 16 | 16 | 3.746
[metrics by stage]
| stage | worst slack (ns) | utilization, % |
|---|---|---|
| global placement | 1.874 | 45.86 |
| CTS | 1.814 | 48.03 |
| global route | 1.666 | 48.03 |
| floorplan | 1.432 | - |
| detailed placement | 1.828 | 45.86 |
| finish | 1.802 | 48.03 |
[routing by layer]
metal / global-route usage [%] / wire (um) / vias to the layer above
met2: 21.45 / 2747 / 50
met5: 0 / 0 / -
met3: 3.319 / 285 / 2
met4: 1.148 / 34 / 0
li1: - / - / 1260
met1: 20.81 / 2949 / 1079
[worst max-delay path: stages, from the launching register on]
cell and delay, ns:
edfxtp_1 0.57, buf_4 0.34, inv_2 0.12, a211o_1 0.35, nor4b_1 0.17, a311o_1 0.33
[Yosys cell counts (all sizes together) (2+ instances only)]
cell type  number  area share [%]
a221oi          2            0.80
nor4b           2            0.47
and2            4            0.67
nand4           7             1.2
nor2b           7             1.2
xnor2          10             2.3
a222oi          4             1.1
nor2           16             1.6
a22oi           2            0.40
a32oi           4            0.94
o21ai          19             2.5
or3b            2            0.47
mux2           14             4.2
dfxtp          51              27
ha             23             7.7
and3            3            0.50
nor3            4            0.54
edfxtp         33              26
nand3           8             1.1
o2111ai         3            0.70
clkbuf          5            0.50
nand2          19             1.9
nor4            2            0.33
xor2            6             1.4
mux2i           6             1.6
nand2b          8             1.3
and4            2            0.47
a21oi          10             1.3
inv            33             3.3
o21a            4            0.80
a31oi           5            0.84
o22ai           6             1.0
buf             9             1.4
[state kept, by name, indices dropped and copies added (netlist names)]
| name | cells |
|---|---|
| done_flag | 1 |
| digit_10_out | 4 |
| an_selected | 2 |
| shift_index | 4 |
| prescaler | 15 |
| base | 30 |
| digit_1_out | 4 |
| shift_flag | 1 |
| digit_100_out | 4 |
| digit_1000_out | 4 |
| segment.an | 4 |
| segment.seg | 7 |
| digit | 4 |
[area by class of cell]
class,count,share of cell area (%)
clock inverters,5,0.9083
flip-flops and latches,84,47.11
clock buffers,11,3.604
multi-input cells,209,35.92
inverters,33,2.901
well taps,108,3.164
repair buffers,28,6.387
[power groups by stage]
stage     Clock, uW  Combinational, uW  Sequential, uW
6_report        607               13.8             927
4_1_cts         631               14.0             927
5_1_grt         674               14.9             928
Power and IR drop assume default switching activity.
