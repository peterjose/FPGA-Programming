<file path="design.v">
`timescale 1ns / 1ps
module full_adder(
		input A,
		input B,
		input C0,
		output reg S,
		output reg C1
    );
always @(*)
begin
	S <= (~A&~B&C0)|(~A&B&~C0)|(A&~B&~C0)|(A&B&C0);
	C1 <= (~A&B&C0)|(A&~B&C0)|(A&B);
end
endmodule
`timescale 1ns / 1ps
module ripple_adder #(parameter ADDER_WIDTH = 40)(
	input [ADDER_WIDTH-1:0]A,
	input [ADDER_WIDTH-1:0]B,
	input C_in,
	output [ADDER_WIDTH-1:0]S,
	output C_out
    );
wire [ADDER_WIDTH:0] C_internal;
assign C_internal[0] = C_in;
assign C_out = C_internal[ADDER_WIDTH];
genvar index ;
generate
	for ( index = 0; index < ADDER_WIDTH; index = index +1)
		begin : gen_code_label
			full_adder adder(
				.A (A[index]) ,
				.B (B[index]) ,
				.C0(C_internal[index]) ,
				.S (S[index]),
				.C1(C_internal[index+1])
			);
		end
endgenerate
endmodule 
</file>
<file path="config.mk">
export PLATFORM = sky130hd
export DESIGN_NAME = ripple_adder
export DESIGN_NICKNAME = ripple_adder
export VERILOG_FILES = /design/flow/design.v
export SDC_FILE = /design/flow/constraint.sdc
export NUM_CORES = 4
export LEC_CHECK = 1
export CORE_AREA = 10 10 100 100
export DIE_AREA = 0 0 110 110
</file>
<file path="constraint.sdc">
current_design ripple_adder

set clk_period 12.8
set clk_io_pct 0.2

create_clock -name clk0 -period $clk_period

set non_clock_inputs [all_inputs -no_clocks]
set_input_delay [expr $clk_period * $clk_io_pct] -clock clk0 $non_clock_inputs
set_output_delay [expr $clk_period * $clk_io_pct] -clock clk0 [all_outputs]
</file>
<file path="run.sh">
#!/bin/bash
# OpenROAD 26Q1-2900-gdf79404cd8, Yosys 0.63+post, stock flow scripts
make -C /OpenROAD-flow-scripts/flow DESIGN_CONFIG=/design/flow/config.mk WORK_HOME=/design/flow/orfs finish
</file>
==> CHANGELOG.md <==
### Physical design

- Initial antenna violation count: 0
- Peak supply drop: 13.3 uV
- Actual slew at the worst max-slew pin: 124 ps
- Fmax: 52.9 MHz
- Yosys stat area: 0.00116 mm^2
- Chip area: 0.0121 mm^2
- Clock Power Share: 0%
- Vias per Instance: 3.12
- Hold crit path type: in -> out
- Power per cell area: 42.9 mW/mm^2
- CP max stage delay: 520 ps
- CP Launch Type: input port
- Rows: 32
- Number of port buffers: 122
- Failing checks: negative setup slack
- P_int: 67.2 uW
- Diodes inserted: 0
- Status: complete, but fails checks
- Iter 0 DRT Violations: 13
- Tcrit/Tclk final: 148%
- Worst EP required: 10240 ps
- GRT overflow: 0
- Routed WL: 3710 um
- Sequential share of power: 0%
- Area grow syn2layout: 91.1%
- Reg area: 0 um^2
- Vias in the first global route: 1030
- Pins Over Slew Limit: 0
- Clkbuf count: 0
- Worst Hold Depth: 3
- Pin count of the biggest net entering global routing: 2
- Distinct cells, synth: 3
- Setup CP Type: in -> out
- Crit path time final: 18900 ps
- Slowest-stage cell, CP: fa_2
- Syn_area_per_cell: 12.1 um^2
- Vias: 874
- Final RePlAce weighted congestion: 0.853
- Die y size: 110 um
- Part of the power in combinational logic: 100.0%
- Drc violations: 0
- Share of layout cells above drive strength 1: 39.9%
- Drt wl/cell: 13.3 um
- HPWL after detailed placement: 3710 um
- CP Data Arrival Time: 16340 ps
- Rel. slew slack: 91.7%
- Hold WS: 5860 ps
- Leak: 0.000832 uW
- Final Hold Viols: 0
- Pre-Place Util: 14.9%
- # setup viols final: 19
- Unrepaired setup endpoints after global routing: true
- Mapped Cells: 96
- Synth Seq Share: 0%
- Kind of end point of the critical path: output pin
- CP most frequent cell: fa_2
- Synth Cell Area: 0.00116 mm^2
- Synth Warn #: 1
- Crit-path max FO: 1
- Core area: 0.00781 mm^2
- Post-layout util: 28.4%
- Slack of the critical path: -6100 ps
- Dpl ws: -6820 ps
- Hold endpoint: C_out
- Tally of OpenROAD warnings: 35
- Yosys cell count: 96
- 1st-pass router iterations: 2
- Critical hold path startpoint: B[39]
- Switching part of the total power: 29.4%
- Switching pwr: 27.9 uW
- Post-route ant nets: 0
- Gr usage total: 5.71%
- First-pass GRT wire length: 5380 um
- Setup Buffers After CTS: 0
- Flop count: 0
- Num ports: 122
- Die Width: 110 um
- MaxCap Viol Count: 0
[Yosys cell counts]
library cell,number,area [um^2]
fa_1,40,801
buf_4,40,300
inv_1,16,60.1
[worst max-delay path: cells and delay by family]
kind,cells,cell delay [ps]
fa+ha+maj,40,13400
buf+inv,6,370
[metrics by stage]
stage	power (uW)	cell area, um^2	cells	setup TNS, ps
after floorplan	54.6	1250	96	-56150
after global placement	110	2300	280	-77550
after detailed placement	111	2300	280	-77760
after CTS	99.7	2220	280	-64100
after global routing	110	2220	280	-68440
final	95.1	2220	280	-62390
[metal layers]
metal | track usage, % | share of wire, %
met1 | 6.99 | 39
met4 | 0 | 0
met5 | 0 | 0
met2 | 7.62 | 34
met3 | 5.46 | 27
[worst max path at each step]
stage | from | endpoint | slack [ps] | depth (start not counted)
after global routing | B[0] | S[39] | -6490 | 46
final | A[0] | S[39] | -6100 | 46
after CTS | A[0] | S[39] | -6190 | 46
[cells in the final DEF (no fill, tap or decap)]
cell,n
buf_2,19
buf_6,3
clkbuf_2,1
clkdlybuf4s50_1,96
dlygate4sd2_1,2
dlymetal6s2s_1,1
fa_2,40
inv_1,8
inv_2,6
inv_4,2
[layout make-up]
class,count,area [um^2]
repair buffers,122,1120
multi-input cells,40,901
well taps,102,128
fillers,814,5590
inverters,16,65.1
[power by group through the flow]
| stage | clock network [uW] | logic [uW] | registers, uW |
|---|---|---|---|
| 5_1_grt | 0 | 110 | 0 |
| 4_1_cts | 0 | 99.7 | 0 |
| 6_report | 0 | 95.1 | 0 |
[logic make-up after synthesis]
kind of cell,count (synthesis),share of synthesized area [%]
fa+ha+maj,40,69.0
buf+inv,56,31.0
[repair_timing]
action / 4_1_cts / 5_1_grt
pin swaps: 1 / 0
setup endpoints to repair: 21 / 21
gates resized: 87 / 4
hold buffers: 0 / 0
Power figures rest on the tool's default switching activity, not on a simulated workload.
