[design/flow/config.mk]
export PLATFORM = sky130hd
export DESIGN_NAME = prescaled_counter
export DESIGN_NICKNAME = prescaled_counter
export VERILOG_FILES = /design/flow/design.v
export SDC_FILE = /design/flow/constraint.sdc
export NUM_CORES = 4
export LEC_CHECK = 1
export CORE_UTILIZATION = 30
[design/flow/constraint.sdc]
current_design prescaled_counter

set clk_period 2.9
set clk_io_pct 0.2

create_clock -name clk0 -period $clk_period [get_ports {clk}]

set non_clock_inputs [all_inputs -no_clocks]
set_input_delay [expr $clk_period * $clk_io_pct] -clock clk0 $non_clock_inputs
set_output_delay [expr $clk_period * $clk_io_pct] -clock clk0 [all_outputs]
[design/flow/design.v]
`timescale 1ns / 1ps
module counter(
	input clk,					 
	input init,					 
	input enable,				 
	input downCounter,			 
	output reg [11:0] out   	 
    );
	initial begin
		out <= 12'b0;
	end
	always @(posedge clk)
	begin
		if (init == 1) 			 
			out <= 12'b0 ;
		else if (enable == 1)    
			out <= (downCounter == 1) ? (out - 1) : (out + 1);
	end
endmodule
`timescale 1ns / 1ps
module prescaled_counter(
	input clk,
	input en,
	input reset,
	output [7:0] LED);
reg [24:0] prescaler = 0;
reg init = 0;
wire [11:0] counter_out;
assign LED = counter_out[7:0];
always @(posedge clk)
begin
	if (en == 1)
		prescaler <= prescaler+1;
	if (reset == 1)
	begin
		prescaler <=0;
		init <= 1;
	end
	else
		init <= 0;		
end
counter prescale_counter(
	.clk(clk),
	.init(init),
	.enable(!prescaler),
	.downCounter(0),
	.out(counter_out)
	 );
endmodule 
[design/flow/run.sh]
#!/bin/bash
# OpenROAD 26Q1-2900-gdf79404cd8, Yosys 0.63+post, stock flow scripts
make -C /OpenROAD-flow-scripts/flow DESIGN_CONFIG=/design/flow/config.mk WORK_HOME=/design/flow/orfs finish
==> impl_metrics.json <==
{
  "tritoncts.num_buffers": 5,
  "detail-route-antenna-nets": 0,
  "ys_seq_frac": 0.413,
  "clockBufferDepth": 2,
  "fmax_ghz": 0.468,
  "final_global_route_overflow_total": 0,
  "postSynthCellCount": 191,
  "final_layout_size_suffix_gt1_frac": 0.0941,
  "cp_top_family": "simple AND/OR/NAND/NOR gates",
  "fp.dieW_um": 76.1,
  "reg2reg_slack_ns": 0.76,
  "grt_antenna_before_repair": 0,
  "num_vias": 1397,
  "ys_cells": 191,
  "critical_path_endpoint": "prescale_counter.out[4]$_SDFFE_PP0N_",
  "global_route_wire_length_before_repair_um": 5620,
  "grt_start_max_net_pins": 16,
  "cts.reportedPaths.clkPinSlew_ns": 0.07,
  "antenna_cells": 0,
  "core_area_sq_mm": 0.00520,
  "post_synthesis_chip_area_from_yosys_sq_mm": 0.00165,
  "drc_errors": 0,
  "dp_slack_ns": 0.555,
  "final_core_utilization": 0.366,
  "clock_tree.root_cell": "sky130_fd_sc_hd__clkbuf_8",
  "critical_path_cell_count": 6,
  "routed_via_density": 5.14,
  "outcome": "finished, final reports clean",
  "finalWorstSetupSlack_ns": 0.762,
  "skew_ns": 0.00738,
  "vdd.ir_drop.worst_mv": 0.321,
  "fin_area_sq_mm": 0.00191,
  "htree_num_levels": 2,
  "reg2reg_depth": 6,
  "worstSkewPairLatency_ns": 0.28,
  "placement_rows": 26,
  "critPathKind": "reg -> reg",
  "required_ns": 3.11,
  "timing.critical_path.arrival_ns": 2.35,
  "min_period_ns": 2.14,
  "grt_pass1_vias": 1251,
  "placed_cell_area_sq_mm": 0.00181,
  "count_of_maximum_capacitance_violations": 0,
  "critPathCaptureType": "flop",
  "area_growth_syn_to_layout_pct": 15.6,
  "min-delay-path-class": "reg -> reg",
  "postSynthAreaPerCell_sq_um": 8.63,
  "dp_hpwl_um": 2260,
  "power.density_mw_per_mm2": 474,
  "cts_hold_buf": 0,
  "final-hold-violation-count": 0,
  "clock_tree_from_tritoncts": "built",
  "power_leakage_uw": 0.000646,
  "synthesis.yosys.warnings": 3,
  "final_min_period_over_clock_period": 0.737,
  "resized_after_cts": 0,
  "fp.dieH_um": 76.1,
  "timing.critical_path.cells": "inv_1, ha_1, nor4b_1, nand4_1, or4_1, a21oi_1",
  "stage_log_warnings": 26,
  "maxSlewViolCount": 0,
  "drtPass1Iterations": 4,
  "drtIter0Drc": 50,
  "setup.worst_path.start_class": "flop",
  "synth_cell_type_count": 34,
  "die-area_sq_mm": 0.00580,
  "io-pin-count": 11,
  "worstMarginPinSlew_ns": 0.715,
  "routabilityCongestion": 0.786,
  "routed_wl_um": 3230,
  "worstPathBufferInverterCount": 1,
  "route.detailed.wl_per_inst_um": 11.9,
  "post-cts-setup-buffer-count": 0,
  "portBuffers": 10,
  "numSynthFlops": 34,
  "setup-violations-final": 0,
  "synth.cell_area_sq_mm": 0.00165,
  "startpoint_of_the_worst_setup_timing_path": "prescaler[0]$_SDFFE_PP0P_",
  "worst_path_largest_cell_delay_ns": 0.65,
  "timing.hold.ws_ns": 0.484,
  "max-slew-margin-rel": 0.519,
  "totalNegativeSetupSlack_ns": 0,
  "floorplan.initialDensity": 0.317,
  "worst-path-max-fanout": 15,
  "rsz0062_at_grt": "no",
  "clock-sinks": 34,
  "grt_use_total": 0.118,
  "slowest_stage": "sky130_fd_sc_hd__or4_1",
  "worst_r2r_endpoint": "prescale_counter.out[4]$_SDFFE_PP0N_",
  "r2r_start": "prescaler[0]$_SDFFE_PP0P_"
}
[per-layer routing]
layer / share of wire / routed length, um / global-route usage
met2: 0.43 / 1400 / 0.189
met5: 0 / 0 / 0
met3: 0.030 / 98 / 0.0268
met4: 0.020 / 64 / 0.0173
met1: 0.52 / 1670 / 0.168
[cells by family (layout without fill, tap and decap cells)]
kind of cell	after synthesis	count (layout)	share of synthesized area
adders and majority gates	3	3	0.0228
muxes	3	3	0.0190
buffers and inverters	14	25	0.0341
xor gates and xnor gates	13	13	0.0690
DFF	34	34	0.413
AOI/OAI and AO/OA	33	33	0.118
and+or+nand+nor	91	91	0.325
[Yosys cell counts (all sizes together)]
cell / n / area (sq um)
dfxtp: 34 / 681
nor2: 17 / 63.8
a21oi: 16 / 80.1
nand2: 11 / 41.3
nand4: 11 / 87.6
or4: 10 / 78.8
nand3: 9 / 45.0
nor4: 8 / 50.1
o31ai: 8 / 60.1
o21ai: 7 / 35.0
xor2: 7 / 61.3
or3: 6 / 37.5
xnor2: 6 / 52.6
clkbuf: 5 / 18.8
inv: 5 / 18.8
and3: 4 / 25.0
and4: 4 / 36.3
buf: 4 / 18.8
ha: 3 / 37.5
mux2i: 2 / 20.0
nand2b: 2 / 12.5
nor2b: 2 / 12.5
nor3: 2 / 10.0
or2: 2 / 12.5
a21bo: 1 / 10.0
a31o: 1 / 8.76
and2: 1 / 6.26
mux2: 1 / 11.3
nand3b: 1 / 7.51
nor4b: 1 / 8.76
[sequential cells by signal (all words and copies together) (netlist names)]
name / flops
prescaler: 25
prescale_counter.out: 8
init: 1
[cell type report]
type	instances	area (sq um)
sequential	34	681
tap	70	87.6
inverter	5	18.8
multi-input combinational	143	912
clock buffer	7	86.3
timing repair buffer	12	115
clock inverter	1	5.00
fill	567	3300
[placed cells by master, fill, tap and decap left out, drive strengths merged]
master,netlist,routed
or2,2,2
o21ai,7,7
and3,4,4
nor3,2,2
nor4,8,8
nor2b,2,2
clkinv,0,1
buf,4,2
nand3,9,9
nand2,11,11
or4,10,10
and2,1,1
clkbuf,5,7
o31ai,8,8
xnor2,6,6
and4,4,4
a31o,1,1
dfxtp,34,34
nor4b,1,1
nand2b,2,2
xor2,7,7
nand4,11,11
a21bo,1,1
a21oi,16,16
nor2,17,17
nand3b,1,1
clkdlybuf4s50,0,10
mux2i,2,2
mux2,1,1
or3,6,6
inv,5,5
ha,3,3
[tightest hold or removal path: cells and delay by family, from the launching register on]
kind / cells / cell delay [ns]
DFF: 1 / 0.32
AOI/OAI and AO/OA: 2 / 0.12
[metrics by stage]
stage / cells / power [uW]
3_5_place_dp: 264 / 559
6_report: 272 / 903
2_1_floorplan: 191 / 536
3_3_place_gp: 264 / 559
5_1_grt: 272 / 951
4_1_cts: 272 / 917
[worst min path at each step]
| stage | from | slack, ns | depth (start not counted) | end |
|---|---|---|---|---|
| final | prescale_counter.out[7]$_SDFFE_PP0N_ | 0.48 | 2 | prescale_counter.out[7]$_SDFFE_PP0N_ |
| after global routing | prescale_counter.out[7]$_SDFFE_PP0N_ | 0.52 | 2 | prescale_counter.out[7]$_SDFFE_PP0N_ |
| after CTS | prescale_counter.out[7]$_SDFFE_PP0N_ | 0.49 | 2 | prescale_counter.out[7]$_SDFFE_PP0N_ |
[power breakdown]
group | total (uW) | internal, uW | leakage, uW | switching, uW
Clock | 356 | 191 | 0.0000482 | 165
Combinational | 55.7 | 28.4 | 0.000323 | 27.3
Sequential | 491 | 477 | 0.000275 | 14.8
Total | 903 | 696 | 0.000646 | 207
Power figures rest on the tool's default switching activity, not on a simulated workload.
